File: flow/design.v
module nonce_generator (
  input  logic clk,
  input  logic rst_n,
  input  logic req,
  output logic valid,
  output logic [63:0] nonce
);
  logic [63:0] lfsr;
  logic [31:0] free_counter;
  always_ff @(posedge clk or negedge rst_n) begin
    if (!rst_n)
      free_counter <= 32'h12345678;
    else
      free_counter <= free_counter + 1;
  end
  function automatic [63:0] lfsr_step(input [63:0] x);
    lfsr_step = { x[62:0], x[0] ^ x[1] ^ x[3] ^ x[4] };
  endfunction
  always_ff @(posedge clk or negedge rst_n) begin
    if (!rst_n) begin
      lfsr   <= 64'hCAFEBEEF12345678;
      valid  <= 1'b0;
    end else begin
      valid <= 1'b0;
      if (req) begin
        lfsr  <= lfsr_step(lfsr);
        valid <= 1'b1;
      end
    end
  end
  assign nonce = lfsr ^ {32'h0, free_counter};
endmodule
File: flow/run.sh
#!/bin/bash
# OpenROAD 26Q1-2900-gdf79404cd8, Yosys 0.63+post, stock flow scripts
make -C /OpenROAD-flow-scripts/flow DESIGN_CONFIG=/design/flow/config.mk WORK_HOME=/design/flow/orfs finish
File: flow/config.mk
export PLATFORM = sky130hd
export DESIGN_NAME = nonce_generator
export DESIGN_NICKNAME = nonce_generator
export VERILOG_FILES = /design/flow/design.v
export SDC_FILE = /design/flow/constraint.sdc
export NUM_CORES = 4
export LEC_CHECK = 1
export CORE_UTILIZATION = 40
File: flow/constraint.sdc
current_design nonce_generator

set clk_period 7.5
set clk_io_pct 0.2

create_clock -name clk0 -period $clk_period [get_ports {clk}]

set non_clock_inputs [all_inputs -no_clocks]
set_input_delay [expr $clk_period * $clk_io_pct] -clock clk0 $non_clock_inputs
set_output_delay [expr $clk_period * $clk_io_pct] -clock clk0 [all_outputs]
==> CHANGELOG.md <==
### Implementation results

* Max-cap violations at 0
* Peak VDD IR at just under 0.07 mV
* Met1 Usage GRT at 23.51%
* Clock skew at around 0.011 ns
* Setup crit end kind: output port
* Most numerous logic cells after layout: clkdlybuf4s50_1 (65), mux2_2 (63), dfstp_2 (50), xor2_1 (49), dfrtp_1 (47)
* Status: completed
* Clock-pin slew on the worst setup and hold paths at ~0.090 ns
* Fmax at 317.8 MHz
* Slew @ Worst Pin at 0.6115 ns
* Crit path DRT at 6.00 ns
* Via count at around 2,400
* Vias per cell at 4.644
* Yosys cell types at 27
* Area leader, netlist: dfstp_2
* Chip width at 107.4 µm
* DP Worst Slack at 4.478 ns
* Share of post-route cells with drive strength above 1 at roughly two fifths
* Placed Cells at 498
* Grt met3 use at 2.160%
* Setup repair bufs after CTS at 0
* Main flop type: dfstp_2
* R2r worst-path depth at 5
* Post-Synthesis Cells at roughly 330
* Worst hold path class: reg2reg
* Yosys warns at 1
* First-pass GRT wire length at approximately 12 mm
* Worst Setup Start Kind: register
* Clk ins delay skew pair at around 0.36 ns
* Routed Wire Length at 7.000 mm
* DP HPWL at approximately 4.6 mm
* Synthesis-to-layout area growth at 16.95%
* Clk sinks at about 97
* Rows at 38
* GR Util All Layers at a little over an eighth
* Endpoints failing setup at 0
* Routed Antenna Nets at 0
* Flip-flops with a built-in enable at 0
* I/O pin total at 68
* Met2 Track Usage GR at approximately a fifth
* Most numerous logic cell after layout: clkdlybuf4s50_1
* Final WS setup at roughly 4.4 ns
* DRT iter0 DRCs at roughly 60
* Hold Path Depth at 1
* Fin crit share at approximately two fifths
* Ant. Diodes at 0
* Top cell area share at between 20% and 30%
* GR peak layer: met1
* Gr ovfl total at 0
* Clock buffer count from CTS at 9
* Max Fanout on Critical Path at 4
* Avg Inst Size Synth at 13.46 µm²
* Core area at ~11,000 µm²
* Clock period minus worst slack at 3.147 ns
* Hold_buf cts at 0
* Synthesis area per yosys at 4443 µm²
* Slew headroom at 59.23%
* Log Warnings at 25
* Synthesis-stage register bit count at just under 100
* Vias in the first global route at between 2,000 and 2,500
* Residual DRC at 0
* Root Driver: clkbuf_8
* Hold Vio Cnt, Final at 0
* Final Max Slew Viols at 0
* Largest net degree at the start of global routing at around 50
* Die ar. at roughly 12,000 µm²
* DR pass1 iterations at 4
* Top area cell types: dfstp_2 (30%), dfrtp_1 (26%), mux2_2 (16%), xor2_1 (9.7%), buf_4 (5.4%)
* Die Span Y at 107.4 µm
* Final setup TNS at 0 ns
* RSZ-0062 raised after global routing: false
* Ys async rst share at 100.0%
* Final std cells w/o fill at slightly above 500
* Leak at between 2 and 2.5 nW
* Synth Cell Area at between 4000 and 5000 µm²
* Initial antenna violation count at 0
* Routed len/inst at approximately 14 µm
* Crit path DAT at 1.65 ns
* Power Dens Cells at between 150 and 200 nW/µm²
* Fillers at 985
* Placed cell area at around 5000 µm²
* Register share after synthesis at a little under three fifths
* Post-route cell area at ~5200 µm²
* CTS Buffer Depth at 2
* Setup CP Type: reg2out
* CTS tree: built
* FP Util at 40.99%
* RD Place Congestion at approximately 0.79
* Count of buffers from port buffering at about 67
* H-tree levels at 3
* Ys cells at 330
* # resized after CTS at 0
## flip-flops by register name, summed over array words and instances (netlist names)
register      count
valid             1
free_counter     32
lfsr             64
## kinds of logic (layout without fill, tap and decap cells)
kind of cell             count (synthesis)  count (layout)  synth area share [%]
adder cells (fa/ha/maj)                  1               1                0.2816
AND/OR/NAND/NOR                         56              56                 7.942
flip-flops                              97              97                 56.04
buffers and inverters                   48              92                 6.956
multiplexers                            63              63                 15.97
XOR/XNOR                                65              65                 12.81
## worst paths after layout
| check | startpoint | endpoint | slack, ns |
|---|---|---|---|
| worst max-delay path | free_counter[12] | nonce[12] | 4.35 |
| worst min-delay path | free_counter[31] | free_counter[31] | 0.51 |
| worst max register to register | free_counter[0] | free_counter[22] | 5.62 |
| worst min register to register | free_counter[31] | free_counter[31] | 0.51 |
| max in group asynchronous | rst_n | free_counter[8] | 5.31 |
| min in group asynchronous | rst_n | free_counter[19] | 1.15 |
## cell type report
type | instances | area (µm²) | share of cell area, %
Clock inverter | 4 | 27.53 | 0.5297
Sequential cell | 97 | 2490 | 47.92
Inverter | 7 | 26.28 | 0.5057
Tap cell | 140 | 175.2 | 3.371
Clock buffer | 12 | 155.1 | 2.986
Multi-Input combinational cell | 185 | 1644 | 31.64
Timing Repair Buffer | 69 | 678.2 | 13.05
## layer usage
layer	wire [µm]	part of all wire [%]
met5	0	0
met4	111	1.6
met3	287	4.1
met2	3085	44
met1	3516	50
## worst max-delay path: stages, from the launching register on
cell	delay, ns
dfstp_2	0.59
xor2_1	0.20
clkdlybuf4s50_1	0.51
## where the power goes
part | internal, mW | leakage, nW | switching (mW) | total [mW]
clock | 0.138 | 0.0846 | 0.175 | 0.313
combinational | 0.00637 | 1.15 | 0.0161 | 0.0225
sequential | 0.524 | 1.17 | 0.0000624 | 0.524
total | 0.669 | 2.41 | 0.191 | 0.860
## synth_stat cells (2+ instances only)
cell      count
dfstp_2      50
inv_1         7
nor2_1        8
xor2_1       49
mux2_2       63
nand2_1      11
xnor2_1      16
nor3_1        4
and3_1        2
clkbuf_1      7
buf_4        32
nand4_1       5
nor3_2        7
dfrtp_1      47
and4_1        3
nand3_1       8
## per-stage QoR
step / util [%] / power (mW) / hold WS [ns]
after floorplan: - / 0.5439 / 0.4607
after global placement: 46.25 / 0.5573 / 0.4915
after detailed placement: 46.25 / 0.5574 / 0.4943
after CTS: 47.93 / 0.8795 / 0.5106
after global routing: 47.93 / 0.9042 / 0.5348
final: 47.93 / 0.8602 / 0.5096
No activity file was given, so power comes from the tool's default toggle rates.
